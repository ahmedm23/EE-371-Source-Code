==> design/flow/design.v <==
module memoryToHexDisplay(hex_count, mem_used);
   	input  signed [7:0] mem_used;
   	output reg [6:0] hex_count;
	reg [7:0] mem_divided;
	assign mem_divided = (mem_used * 205) >> 11;	
	always_comb
		case (mem_divided)
			8'b00000000: hex_count = ~7'b0111111;  
			8'b00000001: hex_count = ~7'b0000110;  
			8'b00000010: hex_count = ~7'b1011011;  
			8'b00000011: hex_count = ~7'b1001111;  
			8'b00000100: hex_count = ~7'b1100110;  
			8'b00000101: hex_count = ~7'b1101101;  
			8'b00000110: hex_count = ~7'b1111101;  
			8'b00000111: hex_count = ~7'b0000111;  
			8'b00001000: hex_count = ~7'b1111111;  
			8'b00001001: hex_count = ~7'b1101111;  
			8'b00001010: hex_count = ~7'b1000000;  
			default: hex_count = ~7'bX;
		endcase
endmodule
module memoryToHexDisplay_testbench();
	logic [7:0] mem_used;
	logic [6:0] hex_count;
	memoryToHexDisplay dut (hex_count, mem_used);
	integer i;
	initial begin
		for(i = 0; i <= 100; i++) begin
			mem_used = i;
			#10;
		end
	end
endmodule
==> design/flow/run.sh <==
#!/bin/bash
# OpenROAD 26Q1-2900-gdf79404cd8, Yosys 0.63+post, stock flow scripts
make -C /OpenROAD-flow-scripts/flow DESIGN_CONFIG=/design/flow/config.mk WORK_HOME=/design/flow/orfs finish
==> design/flow/config.mk <==
export PLATFORM = sky130hd
export DESIGN_NAME = memoryToHexDisplay
export DESIGN_NICKNAME = memoryToHexDisplay
export VERILOG_FILES = /design/flow/design.v
export SDC_FILE = /design/flow/constraint.sdc
export NUM_CORES = 4
export LEC_CHECK = 1
export CORE_AREA = 10 10 92 92
export DIE_AREA = 0 0 102 102
==> design/flow/constraint.sdc <==
current_design memoryToHexDisplay

set clk_period 8.8
set clk_io_pct 0.2

create_clock -name clk0 -period $clk_period

set non_clock_inputs [all_inputs -no_clocks]
set_input_delay [expr $clk_period * $clk_io_pct] -clock clk0 $non_clock_inputs
set_output_delay [expr $clk_period * $clk_io_pct] -clock clk0 [all_outputs]
==> run summary <==
run results: initial antenna violation count 0, DIE AREA 10,400 um2, GRT Total Usage 0.04908, Syn Std Cell Area ~1200 um2, GR peak layer met2, Via density around 4.2, Avg Cell Area, Syn a little under 10 um2, post-detail-place hpwl roughly 2.2 mm, fmax about 120 MHz, number of inserted diodes 0, Max FO, Critical Path 7, met3 usage 0.001363, I/O Buffers 15, status completed, Critical-path top delay cell clkdlybuf4s50_1, drt first pass iters 3, core area between 6000 and 7000 um2, part of the power in registers 0, FP Util 0.1933, P per Cell Area ~250 nW/um2, Seq share, synth 0, placed cell area around 1500 um2, crit-path cells clkdlybuf4s50_1, fa_1, ha_1, fa_1, inv_1, fa_1, inv_1, ha_1, and3_4, a221o_2, a2111oi_4, nor3_2, or4b_1, a21oi_1, clkdlybuf4s50_1, RSZ-0062 raised after global routing no, Tcrit/Tclk final 0.9713, internal power between 200 and 250 uW, sw frac 0.4439, # resized after CTS 0, distinct cell type count after synthesis 37, placed insts between 200 and 250, most used cell, CP fa_1, CP Data Arrival Time 6.79 ns, setup tns final 0 ns, crit path capture type output pin, mux frac, synth 0.008016, Total Wirelength around 2.3 mm, first-pass GRT wire length 4.360 mm, gr ovfl total 0, Leak Pwr about 0.0008 uW, OpenROAD warning count 35, Worst Hold Class in -> out, layout filler cell count roughly 700, Slew Viols, Final 0, row count 29, Main logic family adder cells, cts hold-fix bufs 0, Routed wire per std cell around 11 um, area reported by Yosys stat ~1200 um2, vias post-DR just over 900, Max VDD drop between 0.04 and 0.05 mV, layout cells sized above 1 0.1319, Die Y 102 um, CP peak stage delay between 0.5 and 0.6 ns, Residual DRC 0, largest net degree at the start of global routing 8, sw power 166.4 uW, Worst-Margin Slew 0.4228 ns, layout clock buffer count 0, # IOs 15, sequential cell area 0 um2, and+or+nand+nor area frac 0.09619, setup bufs post-CTS 0, ao+oa area frac 0.1964, power share of the clock group 0, Final Setup Violations 0, adder share 0.5832, met1 GRT Util 0.06799, Period minus WS final between 8 and 9 ns, WHS 4.982 ns, number of hold violations in the final report 0, antenna-violating nets left 0, 1st-iter DRT viols 22, Startpoint Class input pin, Die Wd 102 um, XOR/XNOR Area Share 0.04108, gp weighted congestion about 0.85, Rel. slew slack 0.7166, vias in the first global route between 900 and 1,000, Crit path required time between 7 and 8 ns, hold depth 8, Final Non-Filler Cells around 220, logic gate share of total power 1.000, registers 0, yosys cell count between 100 and 150, total power between 300 and 400 uW, Worst Hold End hex_count[4], Synthesis Warnings 2, Area Growth Syn to Fin 21.14%, Mapped Cells 128, max_cap viols 0, Min-Delay Startpoint mem_used[6], met2 Track Usage GR 0.08691, critical path type in -> out, MI comb area 1160 um2, post-layout instance area around 1500 um2
[how the worst max path moves through the flow]
| stage | start | end | slack, ns |
|---|---|---|---|
| 4_1_cts | mem_used[5] | hex_count[6] | 0.16 |
| 5_1_grt | mem_used[7] | hex_count[5] | 0.006 |
| 6_report | mem_used[7] | hex_count[6] | 0.25 |
[synthesized netlist by cell type (2+ instances only)]
cell,instances,area share
a21o_2,2,0.014
a22oi_1,2,0.012
a21o_1,3,0.018
nor3_1,2,0.0080
a21oi_1,5,0.020
nand2_1,2,0.0060
ha_1,39,0.39
fa_1,12,0.19
o21ai_0,2,0.0080
nor2_1,3,0.0090
o21a_1,2,0.012
or2_2,2,0.010
xnor2_1,4,0.028
and3_2,2,0.012
inv_1,24,0.072
[critical path: cells and delay by family]
family	cells	cell delay, ns
buf+inv	4	1.13
compound gates	3	0.94
simple gates	3	0.83
fa+ha+maj	5	2.13
[cell usage in the layout, fill, tap and decap left out, drive strengths merged, types with 2 or more instances in the layout]
cell type	Yosys	final
a211o	2	2
a21o	5	5
a21oi	5	5
a221oi	2	2
a22oi	2	2
and2	2	2
and3	3	3
clkdlybuf4s50	0	13
dlymetal6s2s	0	2
fa	12	12
ha	39	39
inv	25	25
nand2	2	2
nor2	3	3
nor3	2	2
o21a	2	2
o21ai	3	3
or2	2	2
xnor2	4	4
[final cells by class]
cell class                      count  area share
Inverter                           25     0.06203
Multi-Input combinational cell    103      0.7667
Tap cell                           77     0.06369
Timing Repair Buffer               16      0.1075
[stage by stage]
step / worst slack (ns) / utilization
after floorplan: 1.374 / -
after global placement: 0.1817 / 0.2327
after detailed placement: 0.1760 / 0.2327
after CTS: 0.1618 / 0.2327
after global routing: 0.005798 / 0.2342
final: 0.2524 / 0.2342
[per-layer routing]
| metal | part of all wire | vias up |
|---|---|---|
| met5 | 0 | - |
| met4 | 0.0072 | 0 |
| met3 | 0.015 | 2 |
| met2 | 0.50 | 6 |
| met1 | 0.48 | 422 |
| li1 | - | 492 |
[logic make-up after synthesis]
logic type,count (synthesis)
compound gates,27
xor+xnor,5
fa+ha+maj,51
buf+inv,25
mux,1
simple gates,19
[power groups by stage]
| stage | combinational [uW] | sequential, uW | clock [uW] |
|---|---|---|---|
| after CTS | 385 | 0 | 0 |
| after global routing | 433 | 0 | 0 |
| final | 375 | 0 | 0 |
No activity file was given, so power comes from the tool's default toggle rates.
